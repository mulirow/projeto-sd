## flow/constraint.sdc

```tcl
current_design rx

set clk_period 3.1
set clk_io_pct 0.2

create_clock -name clk0 -period $clk_period [get_ports {clk2}]

set non_clock_inputs [all_inputs -no_clocks]
set_input_delay [expr $clk_period * $clk_io_pct] -clock clk0 $non_clock_inputs
set_output_delay [expr $clk_period * $clk_io_pct] -clock clk0 [all_outputs]
```

## flow/run.sh

```bash
#!/bin/bash
# OpenROAD 26Q1-2900-gdf79404cd8, Yosys 0.63+post, stock flow scripts
make -C /OpenROAD-flow-scripts/flow DESIGN_CONFIG=/design/flow/config.mk WORK_HOME=/design/flow/orfs finish
```

## flow/config.mk

```make
export PLATFORM = sky130hd
export DESIGN_NAME = rx
export DESIGN_NICKNAME = rx
export VERILOG_FILES = /design/flow/design.v
export SDC_FILE = /design/flow/constraint.sdc
export NUM_CORES = 4
export LEC_CHECK = 1
export CORE_UTILIZATION = 40
```

## flow/design.v

```verilog
module rx(clk2, transmission, ledData, display);
    input clk2, transmission;  
    output [7:0]ledData;
    output [4:0]display;
    reg [7:0]led_date_placeholder;
    reg [4:0]display_placeholder;
    reg [3:0]dataRecorder;  
    reg [3:0]dataRegistry;
    reg [3:0]instructionRecorder;  
    reg [3:0]bitIndex;  
    reg [3:0]state = 5;
    parameter clean = 1, loadData = 3, storeData = 2, showData = 4, startBit = 5, getInstruction = 6;
    assign ledData = led_date_placeholder;
    assign display = display_placeholder;
    always @(posedge clk2) begin
        case(state)
            startBit: begin
                if(~transmission) begin
                    bitIndex <= 0;
                    state <= loadData;
                end
            end
            loadData: begin
                if(bitIndex == 3) begin
                    state <= getInstruction;
                end
                dataRecorder[bitIndex] <= transmission;  
                led_date_placeholder[bitIndex] <= transmission;
                bitIndex <= bitIndex + 1;
            end
            getInstruction: begin  
                if(bitIndex == 8) begin
                    if(instructionRecorder == 1) state <= clean;
                    else begin 
                        if(instructionRecorder == 2) state <= storeData;
                        else begin
                            if(instructionRecorder == 4) state <= showData;
                            else state <= startBit;
                        end
                    end
                    bitIndex <= 0;  
                end
                else begin
                    instructionRecorder[bitIndex-4] <= transmission;  
                    led_date_placeholder[bitIndex] <= transmission;
                    bitIndex <= bitIndex + 1;
                end
            end
            showData: begin
                display_placeholder <= dataRegistry;
                state <= startBit;
            end
            storeData: begin
                dataRegistry <= dataRecorder;
                state <= startBit;
            end
            clean: begin
                display_placeholder <= 16;
                state <= startBit;
            end
        endcase
    end
endmodule
```

==> run notes <==
fresh numbers from the pnr run: total gr overflow=0, DRC=0, Total GRT Usage=0.1696, minimum clock period=2.741 ns, tool warnings=33, unrepaired setup endpoints after global routing=no, H-tree depth=2, ys async rst share=0, register area share after synthesis=0.4815, area post-placement=roughly 2200 µm², critical path arrival=2.78 ns, fin. max-slew vios=0, wire length per cell=about 14 µm, CP Launch Type=register, gpl congestion=about 0.96, DP Wirelength=2830 µm, Hold Crit Class=register to register, port bufs=14, #FFs+latches synth=32, Critical Path RT=3.14 ns, die area=roughly 5300 µm², number of buffers created by CTS=5, worst setup margin=~0.36 ns, Post CTS Setup Buffer Count=0, vias in the first global route=roughly 1400, dpl ws=~0.36 ns, ys cells=~190, Reg2Reg Setup Slack=approximately 0.36 ns, cycle use final=0.8841, Late-Pin Clk Latency=0.28 ns, core region area=4755 µm², relative slew slack=0.4512, pin slew with the least headroom to its limit=between 0.8 and 0.9 ns, Max Clk Rate=around 360 MHz, routed wire length=just under 4000 µm, clk sinks=32, worst-path fanout max=6, PD cells=between 1000 and 1500 nW/µm², Vias=about 1400, total power=2.698 mW, Lkg Pwr=0.8503 nW, final instance area=between 2000 and 2500 µm², Post-Syn Area=between 1500 and 2000 µm², top cells, area=edfxtp_1, ha_1, nand2_1, nor2b_1, inv_1, maximum vdd drop=between 0.5 and 0.6 mV, Final setup violation count=0, CTS tree=built, Hold Violations, Final=0, Yosys top cell area share=0.4815, Finished Layout Cells=approximately 270, outcome=completed, I/O Pins=15, first-pass GRT wire length=around 6600 µm, EDFF count, synth=32, r2r startpoint=bitIndex[3]$_DFFE_PP_, Cells after Synth=about 190, Worst Clk Skew=0.005697 ns, Initial Util=0.4197, Yosys warning total=1, Fin Setup TNS=0 ns, YS chip area=around 2000 µm², crit path kind=register to register, Top FF cell, synth=edfxtp_1, R2R Path End=instructionRecorder[1]$_DFFE_PP_, fin util=0.4897, share of layout cells above drive strength 1=0.08824, vias per cell=around 5.2, maximum buffer depth of the clock tree=2, first-pass iteration count of the detailed router=4, number of fill cells=between 400 and 500, largest area contributor in the netlist=edfxtp_1, maxcap violations=0, initial antenna violation count=0, crit end category=register, die x size=72.64 µm, Die Height=72.64 µm, Syn Area/Cell=around 11 µm², Worst-path clk slew=~0.070 ns, Routed Antenna Nets=0, final hold slack=approximately 0.46 ns, start point of the critical path=bitIndex[3]$_DFFE_PP_, ANT cells=0, Rows=25, distinct lib cells=43, hold buffers post-CTS=0, Layout area overhead=16.68%, largest net degree at the start of global routing=19, Critical Path End=instructionRecorder[1]$_DFFE_PP_, initial DRC count=108, R2R cell count=8, PostCTS Resize Cnt=0, clock root buffer=clkbuf_8, placed instance count=approximately 260
## layout make-up
type / instances / area (µm²) / share of cell area
clock buffer: 5 / 68.82 / 0.02955
tap: 67 / 83.83 / 0.03600
clock inverter: 3 / 42.54 / 0.01827
multi-input combinational: 131 / 942.2 / 0.4046
sequential: 32 / 960.9 / 0.4127
inverter: 14 / 52.55 / 0.02257
timing repair buffer: 19 / 177.7 / 0.07630
## layout by cell type, fill, tap and decap left out, drive strengths merged, types with 3 or more instances in the layout
cell,instances
nor2b,9
clkbuf,5
xnor2,6
inv,14
nand2b,3
nand2,17
ha,14
clkdlybuf4s50,14
a32o,3
nor3b,3
buf,5
nor3,5
o21ai,11
nor2,13
mux2,6
a21oi,5
edfxtp,32
o31ai,3
nand3,7
## how the worst min path moves through the flow
stage	from	endpoint	slack [ns]	depth (start not counted)
CTS	dataRecorder[1]$_DFFE_PP_	dataRegistry[1]$_DFFE_PP_	0.47	0
global route	dataRecorder[1]$_DFFE_PP_	dataRegistry[1]$_DFFE_PP_	0.48	0
finish	dataRecorder[1]$_DFFE_PP_	dataRegistry[1]$_DFFE_PP_	0.46	0
## cell usage after synthesis (2+ instances only)
| master | n |
|---|---|
| nor2b_1 | 9 |
| nand4_1 | 2 |
| nand3_1 | 7 |
| xnor2_1 | 5 |
| a22o_1 | 2 |
| nor3b_1 | 3 |
| nor2_1 | 13 |
| clkbuf_1 | 6 |
| a21oi_1 | 5 |
| buf_2 | 2 |
| a32o_1 | 3 |
| ha_1 | 14 |
| mux2_1 | 4 |
| nor3_1 | 5 |
| nand4b_1 | 2 |
| edfxtp_1 | 32 |
| mux2_2 | 2 |
| inv_1 | 14 |
| nand2_1 | 17 |
| nand2b_1 | 3 |
| nand3b_1 | 2 |
| o21ai_0 | 10 |
| o31ai_1 | 3 |
| a31oi_1 | 2 |
## sequential cells by signal, summed over array words and instances, names as in the netlist
name,flops
led_date_placeholder,8
display_placeholder,5
dataRecorder,4
bitIndex,4
state,3
instructionRecorder,4
dataRegistry,4
## critical path, cell delays in order (launching register included)
cell and delay [ns]:
edfxtp_1 0.38, inv_1 0.15, ha_1 0.26, inv_1 0.14, ha_1 0.33, or4b_1 0.54
nor4_2 0.24, nand3_1 0.13, mux2_1 0.33
## power by group
group	switching, mW	internal [mW]
Sequential	0.142	0.759
Clock	0.165	0.238
Combinational	0.800	0.594
Total	1.11	1.59
## logic make-up after synthesis
family,after synthesis,synth area share
xor+xnor,7,0.03448
fa+ha+maj,15,0.09781
buf+inv,23,0.04640
flops,32,0.4815
compound gates,35,0.1273
mux,6,0.03385
simple gates,68,0.1787
## layer usage
metal  GRT usage  up-vias  part of all wire
li1            -      711                 -
met1      0.2775      654              0.49
met2      0.2565       36              0.45
met3     0.02661        6             0.040
met4     0.02832        0             0.016
met5           0        -                 0
No activity file was given, so power comes from the tool's default toggle rates.
