File: ./design.v
module tx(clk1, btn, data, out);
    input clk1;
    input btn;
    input [7:0]data;
    output out;
    reg [2:0]state;
    reg [3:0]bitIndex;
    reg [7:0]dataStore;
    reg o = 1;
    parameter standby = 0, waitRelease = 1, startBit = 2, processBits = 3, endBit = 4;
    always @ (posedge clk1) begin
        case(state)
            standby: begin
                o <= 1;     
                if(~btn) state <= waitRelease;
            end
            waitRelease: begin
                if(btn) begin
                    dataStore <= data;
                    state <= startBit;
                end
            end
            startBit: begin
                bitIndex <= 0;  
                o <= 0;
                state <= processBits;
            end
            processBits: begin
                if(bitIndex < 7) begin
                    o <= data[bitIndex];
                    bitIndex <= bitIndex + 1;
                end
                else begin
                    o <= data[bitIndex];
                    state <= endBit;
                end
            end
            endBit: begin
                o <= 1;
                state <= standby;
            end
            default: begin
                state <= standby;
            end
        endcase
    end
    assign out = o;
endmodule
File: ./run.sh
#!/bin/bash
# OpenROAD 26Q1-2900-gdf79404cd8, Yosys 0.63+post, stock flow scripts
make -C /OpenROAD-flow-scripts/flow DESIGN_CONFIG=/design/flow/config.mk WORK_HOME=/design/flow/orfs finish
File: ./config.mk
export PLATFORM = sky130hd
export DESIGN_NAME = tx
export DESIGN_NICKNAME = tx
export VERILOG_FILES = /design/flow/design.v
export SDC_FILE = /design/flow/constraint.sdc
export NUM_CORES = 4
export LEC_CHECK = 1
export CORE_AREA = 10 10 70 70
export DIE_AREA = 0 0 80 80
File: ./constraint.sdc
current_design tx

set clk_period 2.3
set clk_io_pct 0.2

create_clock -name clk0 -period $clk_period [get_ports {clk1}]

set non_clock_inputs [all_inputs -no_clocks]
set_input_delay [expr $clk_period * $clk_io_pct] -clock clk0 $non_clock_inputs
set_output_delay [expr $clk_period * $clk_io_pct] -clock clk0 [all_outputs]
==> qor.yml <==
die:
  core-area_um2: 3416
  dieWidth_um: 80
  die_h_um: 80
  fp_util_pct: 13.92
  rows: 21
  die_area_um2: 6400
  io_pins: 11
cells_and_area:
  comb_area_um2: 212.7
  fillers: 376
  seq_area_um2: 240.2
  final_cells: 95
  syn_to_final_growth_pct: 33.95
  drive_gt1_share_pct: 14.29
placed_design:
  gp_congestion: 0.7515
  place_ws_ns: 0.4424
  dp_cells: 92
  io_buffer_count: 10
  dp_hpwl_um: 726
timing:
  finalSetupViolations: 0
  hold_viol: 0
  clock_skew_ns: 0.005979
  tightest_slew_ns: 0.4143
  worst_slack_ns: 0.5895
  report.final.slew_viol_count: 0
  holdWs_ns: 0.6265
  period_needed_ns: 1.711
  max_clock_freq_mhz: 584.6
  rsz0062_at_grt: "false"
  relSlewSlack_pct: 72.38
  fin_crit_sh_pct: 74.37
  setup_tns_ns: 0
synth:
  xor_area_share_pct: 7.368
  synth.most_common_cell: "edfxtp_1"
  ys_seq_share_pct: 50.53
  top_logic_kind: "simple AND/OR/NAND/NOR gates"
  yosys_cells: 38
  area_leaders: "edfxtp_1 51%, xnor2_1 5.5%, mux2_2 4.7%, mux4_2 4.7%, nor2_1 3.9%"
  yosys_area_um2: 475.5
  common_cells: "8 x edfxtp_1, 5 x nor2_1, 3 x xnor2_1"
  synth_top_cell_by_area: "edfxtp_1"
  yosys.area_share.adder_pct: 2.632
  ys_ff: 8
  yosysTopAreaCellShare_pct: 50.53
  edf_count: 8
  synth_cells: 38
  ys_sh_simple_pct: 14.21
  ys_types: 23
  compound_area_share_pct: 8.947
  synthArstFlopShare_pct: 0
  syn-cell-area_um2: 475.5
  ys_sh_mux_pct: 11.58
  yosysWarningCount: 1
  dominantRegCellSynth: "edfxtp_1"
  syn_avg_cell_area_um2: 12.51
global_routing:
  grt_overflow_total: 0
  grt_max_degree: 9
  grt_pass1_wl_um: 1593
  antenna_found_initial: 0
  grt_usage_pct: 3.097
  grt_pass1_vias: 349
clock_network:
  post_cts_resized: 0
  cts_tree: "built"
  clock_latency_ns: 0.26
  cts_root_buf: "clkbuf_4"
  htree_levels: 1
  cts_num_sinks: 8
  post_cts_buffers: 0
  clkTransAtPathRegs_ns: 0.06
  cts_inserted_buffers: 3
  clockBufferDepth: 2
  cts_hold_buf: 0
routing:
  ant_nets: 0
  wl_per_cell_um: 9.926
  wirelength_um: 943
  drtIter0Drc: 30
  insertedDiodeCount: 0
  via_per_inst: 3.432
  dr.pass1.iters: 4
  drc_errors: 0
  vias: 326
critical_path:
  required_ns: 2.21
  reg2regPathDepth: 3
  path_cells: "ha_1 -> a21o_1 -> a21oi_1"
  critical_path.slowest_cell: "edfxtp_1"
  cp-start-kind: "register"
  arrival_ns: 1.62
  critPathMaxFanout: 6
  criticalPathCategory: "register to register"
  endpoint_kind: "register"
  slowest_delay_ns: 0.50
flow_run:
  warning_count: 25
  cap_violations: 0
min_path:
  hold_class: "register to register"
  min_delay_path_depth: 2
status:
  outcome: "complete, no violations"
power:
  p_leak_nw: 0.2183
  power.density_nw_per_um2: 1141
  ir_worst_vdd_v: 0.0002594
==> layer usage <==
metal / track usage, % / routed length, um / share of wire [%] / vias to the layer above
met3: 2.955 / 165 / 17 / 5
met4: 0.7042 / 25 / 2.7 / 0
li1: - / - / - / 163
met1: 4.075 / 455 / 48 / 140
met5: 0 / 0 / 0 / -
met2: 3.451 / 296 / 31 / 18
==> flip-flops by register name, summed over array words and instances (netlist names) <==
signal    flops
bitIndex      4
state         3
o             1
==> final timing paths <==
path	startpoint	end	slack, ns
max	bitIndex[0]	bitIndex[1]	0.59
min	bitIndex[3]	bitIndex[3]	0.63
max reg2reg	bitIndex[0]	bitIndex[1]	0.59
min reg2reg	bitIndex[3]	bitIndex[3]	0.63
==> power breakdown <==
group	switching (mW)	total (mW)	internal [mW]
combinational	0.104	0.252	0.149
clock	0.0513	0.111	0.0599
sequential	0.0956	0.363	0.268
==> critical path: cells and delay by family, from the launching register on <==
kind / cells / cell delay, ns
AND-OR/OR-AND: 2 / 0.58
adder cells (fa/ha/maj): 1 / 0.28
flip-flops: 1 / 0.50
==> placed cells by master (no fill, tap or decap) <==
master,synthesis,final
ha_1,1,1
mux2i_1,1,1
o22ai_1,1,1
xnor2_1,3,3
mux4_2,1,1
nand3_1,1,1
inv_1,1,1
nor2b_1,1,1
a21oi_1,1,1
clkdlybuf4s50_1,0,10
nor2_1,5,5
nand2b_1,2,2
nand3b_1,1,1
nand2_1,1,1
o32ai_2,1,1
mux2_2,2,2
o31ai_1,1,1
clkbuf_4,0,3
a21o_1,1,1
and2_1,1,1
edfxtp_1,8,8
nor3b_1,1,1
xor2_1,1,1
==> cell families after synthesis <==
kind of cell | after synthesis
AND-OR/OR-AND | 5
XOR/XNOR | 4
adder cells (fa/ha/maj) | 1
buffers and inverters | 3
flip-flops | 8
multiplexers | 4
AND/OR/NAND/NOR | 13
==> area by class of cell <==
type / instances / area share, %
sequential: 8 / 37.72
multi-input combinational: 27 / 33.40
timing repair buffer: 10 / 15.72
tap: 46 / 9.037
clock buffer: 3 / 3.536
inverter: 1 / 0.5894
==> through the flow <==
| stage | total power, mW | cell area [um^2] | util (%) |
|---|---|---|---|
| global route | 0.7827 | 636.9 | 18.64 |
| floorplan | 0.5628 | 475.5 | - |
| CTS | 0.7323 | 636.9 | 18.64 |
| detailed placement | 0.6188 | 614.3 | 17.99 |
| global placement | 0.6082 | 614.3 | 17.99 |
| finish | 0.7266 | 636.9 | 18.64 |
Power figures rest on the tool's default switching activity, not on a simulated workload.
